===== flow/config.mk =====
export PLATFORM = sky130hd
export DESIGN_NAME = ChorusFilter
export DESIGN_NICKNAME = ChorusFilter
export VERILOG_FILES = /design/flow/design.v
export SDC_FILE = /design/flow/constraint.sdc
export NUM_CORES = 4
export LEC_CHECK = 1
export CORE_AREA = 10 10 70 70
export DIE_AREA = 0 0 80 80
export SYNTH_HDL_FRONTEND = slang

===== flow/constraint.sdc =====
current_design ChorusFilter

set clk_period 1.0
set clk_io_pct 0.2

create_clock -name clk0 -period $clk_period [get_ports {clk}]

set non_clock_inputs [all_inputs -no_clocks]
set_input_delay [expr $clk_period * $clk_io_pct] -clock clk0 $non_clock_inputs
set_output_delay [expr $clk_period * $clk_io_pct] -clock clk0 [all_outputs]

===== flow/design.v =====
`timescale 1ns / 1ps
module ChorusFilter(input clk, input resetn, input enable,  input[15:0] dataIn, output [15:0] dataOut);
       wire[15:0] dataOut1;
       wire[15:0] dataOut2;
       wire[15:0] delay;
       SineLUT LUT(.clk(clk), .resetn(resetn), .enable(enable), .data(delay));
       CircularBuffer circBuff(.clk(clk), .resetn(resetn), .dataIn(dataIn), .dataOut1(dataOut1), .dataOut2(dataOut2), .delay(delay), .enable(enable));
       wire [31:0] dataOut1_32;
       wire [31:0] dataOut2_32;
       assign dataOut1_32 = {16'h0000, dataOut1};
       assign dataOut2_32 = {16'h0000, dataOut2};
       wire [31:0] dataOut32 = dataOut1_32;
       assign dataOut = dataOut32[15:0]; 
endmodule
`timescale 1ns / 1ps
module CircularBuffer(clk, resetn, dataIn, dataOut1, dataOut2, delay, enable);
    parameter bufferSize = 44100;
    input clk;
    input resetn;
    input [15:0] dataIn;
    input [15: 0] delay;
    input enable;
    output reg [15:0] dataOut1 = 16'b0;
    output reg [15:0] dataOut2 = 16'b0;
    reg[15:0] readAddr = 16'b0;
    reg[15:0] writeAddr = 16'b0;
    wire [15:0] bufferDataOut;
    BRAM2 #(.size(bufferSize)) buffer(.clk(clk), .addrR(readAddr), .addrW(writeAddr), .enable(enable), .dataOut(bufferDataOut), .dataIn(dataIn));
    always@(posedge clk)
    begin
        if (enable)
        begin
            dataOut1 <= dataIn;
            if (readAddr == writeAddr)
            begin
                dataOut2 <= dataIn; 
            end
            else
            begin
                dataOut2 <=  bufferDataOut;  
            end
        end     
    end
    always@(posedge clk)
    begin
        if (~resetn)
        begin
            readAddr <= 16'b0;
            writeAddr <= 16'b0;
        end
        else if (~enable)
        begin
            readAddr <= readAddr;
            writeAddr <= writeAddr;
        end
        else
        begin
            if (writeAddr != bufferSize-1)
            begin
                writeAddr <= (writeAddr + 1);
                if (writeAddr + 1 < delay)
                    readAddr <= writeAddr + 1 + bufferSize - delay;
                else
                    readAddr <= writeAddr + 1 - delay;
            end
            else
            begin
                writeAddr <= 0;
                if (0 < delay)
                    readAddr <= bufferSize - delay;
                else
                    readAddr <= 0;
            end                        
        end
    end
endmodule
module BRAM2(clk, addrR, addrW, enable, dataOut, dataIn);
    parameter size = 44100;
    input clk, enable;
    input [15:0] addrR, addrW;
    input [15:0] dataIn;
    output reg [15:0] dataOut = 16'b0;
    (* RAM_STYLE = "block" *)  reg [15:0] memory [size-1:0];
    integer i;
    initial
    begin
        for (i = 0; i < size; i = i+1)
        begin
            memory[i] = 16'b0000000000000000;
        end
    end
    always @(posedge clk) 
    begin
       if(enable)
           memory[addrW] <= dataIn;
       dataOut <= memory[addrR];
    end
endmodule
`timescale 1ns / 1ps
module SineLUT (input clk, input resetn, input enable, output [15:0] data);
    parameter size = 44100;
    reg [15:0] addrCounter = 16'b0;
    always@(posedge clk)
    begin
        if (~resetn)
        begin
            addrCounter <= 0;
        end
        else if (enable)
        begin
            if (addrCounter == size-1)
                addrCounter <= 0;
            else
                addrCounter <= addrCounter + 1;
        end
        else
            addrCounter <= 0;
    end
    BRAM #(.size(size)) LUT (.clk(clk), .addr(addrCounter), .write(1'b0), .dataOut(data));
endmodule
module BRAM(clk, addr, write, resetn, dataOut, dataIn);
    parameter size = 44100;
    input clk, write, resetn;
    input [15:0] addr;
    input [15:0] dataIn;
    output reg [15:0] dataOut = 16'b0;
    reg [15:0] memory [size-1:0];
    initial 
        $readmemh("/nfs/ug/homes-0/y/yusufal5/ip_repo/ChorusFilter_1.0/src/LUT.txt", memory);
    always @(posedge clk) 
    begin
       if( write == 1 )
           memory[addr] <= dataIn;
       dataOut <= memory[addr];       
    end
endmodule

===== flow/run.sh =====
#!/bin/bash
# OpenROAD 26Q1-2900-gdf79404cd8, Yosys 0.63+post, stock flow scripts
make -C /OpenROAD-flow-scripts/flow DESIGN_CONFIG=/design/flow/config.mk WORK_HOME=/design/flow/orfs finish

==> results.txt <==
Implementation results.

The clock net in this run drives a total of 16 sinks. The initial antenna violation count is 0. The internal power of the cells totals 1.04 mW. In the synthesized netlist, the number of instances is 16. The detailed router finished its first iteration with 5 violations. The data required time reported for the critical path is 800 ps. The clock tree from TritonCTS is built. The final hold violation count recorded for this run is 0. In this run the layout overhead on the synthesized area is reported as 73.7%.

The number of DRC violations after detailed routing is 0. For the worst setup path, the data arrival time is 780 ps. The number of warnings the tools reported is 28. The number of H-tree branching levels is 1. The remaining global-route overflow is 0. The cell count in the Yosys report is 16. The worst vdd rail ir drop is 0.000408 V. The finished layout reports a core utilization of 0.244. Per the repair_timing log after CTS, setup buffers inserted total 0. For this run, the slowest stage of the critical path takes 370 ps. The slowest stage of the critical path is the edfxtp_1 cell.

The flip-flop and latch count after synthesis is 16. The beginning of the critical path is circBuff.dataOut1[10]. The family with the most delay on the worst path is flip-flops. The number of vias in the routed layout is 300. In this run the tool buffered the top-level ports with 33 buffer cells. The via density per instance is 3.00. Traced cell by cell, the critical path runs through buf_2. The chip area from the yosys synthesis statistics is 480 um2. The average footprint of a synthesized cell is 30.0 um2. After detailed routing, the total wire length is 1250 um. The flow ran to the end, and the final reports show no timing, DRC or antenna violations. The floorplan core area is 3420 um2.

The leakage power total is 0.311 nW. The flip-flop count of the largest register after layout is 16. Of the post-synthesis cell area, the dominant cell type holds 1.00. The via count of the first global-routing pass was 359. For reference, the top cells by area after synthesis are edfxtp_1 (100%). After floorplanning, the die was sized to cover 6400 um2. The remaining antenna violation count is 0. For the pin with the worst max-slew slack, the measured transition is 108 ps. Headroom to the max-slew limit came out at 0.927. The share of the core area taken by cells at floorplan is 0.141. In this run the count of I/O pins placed on the die edge is 35. By startpoint and endpoint, the worst setup path is classified as flip-flop to primary output. The tally of unique sky130hd cells used after synthesis is 1.

The registers of the reported paths see a clock transition of 90 ps. The startpoint identified for the worst hold timing path is dataIn[8]. The mapped netlist covers 480 um2. In this build the clock could be raised as far as 1020 MHz. The first global-routing pass estimated 1870 um of wire.

The first TritonRoute pass finished after 2 iterations. The cell taking the most area after synthesis is edfxtp_1. The largest registers in the layout are circBuff.dataOut1 (16). The number of max-slew violations in the final report is 0. STA classifies the critical path startpoint as a flip-flop. The clock share of power is 0.269. The final critical-path required period is 978 ps. The report lists the number of standard-cell rows as 21.

The share of final-layout standard cells stronger than drive strength 1 is 0.370. The proportion of synthesized chip area in sequential cells is 1.00. In this run the power density over the cells is 1530 nW/um2.

The final timing summary puts the cycle share of the worst path at 0.978. The last weighted congestion value of the routability-driven placer is 0.778. The HPWL after detailed placement is 1010 um. The total of max-cap violations is 0. The horizontal die dimension is 80 um.

The combinational power share is 0.099. Per the layout area report, the combinational gate area comes to 0 um2. Note that the worst hold path type here is primary input to flip-flop. Counting the fill cells in the layout gives 376.

The maximum buffer depth of the clock tree is 2. Antenna repair during routing inserted a diode count of 0. The synthesis log from Yosys contains 0 warnings. Ranked by flip-flop count, first place goes to circBuff.dataOut1. The maximum fanout encountered on the critical timing path is 1. Of the total power, registers draw 0.632. Total global-route track usage over all layers is 0.0385.

Setup repair after global routing could not meet its margin everywhere. For this design, the CTS-stage hold fixing added 0 buffers. The combinational gate count is 0. Entering global routing, the biggest net connects 17 pins. The per-cell routed wire length is 12.5 um. The die extent in y is 80 um. The switching power total is 0.239 mW. Switching power as a fraction of the total was reported as 0.188. The root buffer cell is clkbuf_4. Per the finish-stage timing summary, setup violations number 0.

The post-layout total power is 1.27 mW. The critical path capture point type is a primary output. The number of buffers inserted during clock tree synthesis is 3. The count of buffering cells on the critical path with inverters included is 1.
==> logic make-up after synthesis <==
kind of cell  after synthesis  synth area share
DFF                        16              1.00
==> cell usage after synthesis (all sizes together) <==
master	number
edfxtp	16
==> layout make-up <==
class / instances / area (um2) / area share
clock inverter: 1 / 3.75 / 0.00450
timing repair buffer: 34 / 270 / 0.324
sequential: 16 / 480 / 0.576
clock buffer: 3 / 22.5 / 0.0270
tap: 46 / 57.6 / 0.0690
==> layout by cell type (no fill, tap or decap), drive strengths merged <==
cell	n
buf	17
clkbuf	3
clkdlybuf4s50	17
clkinv	1
edfxtp	16
==> routing by layer <==
| metal | vias up | global-route usage | wire length [um] | share of wire |
|---|---|---|---|---|
| li1 | 139 | - | - | - |
| met1 | 134 | 0.0495 | 516 | 0.41 |
| met2 | 25 | 0.0465 | 462 | 0.37 |
| met3 | 2 | 0.0330 | 240 | 0.19 |
| met4 | 0 | 0.0106 | 34 | 0.027 |
| met5 | - | 0 | 0 | 0 |
==> per-stage QoR <==
step / TNS (ps) / instance area (um2) / hold slack (ps) / worst slack (ps) / std cells
2_1_floorplan: 0 / 480 / 299 / 501 / 16
3_3_place_gp: -2730 / 888 / 756 / -172 / 96
3_5_place_dp: -2810 / 888 / 760 / -176 / 96
4_1_cts: -3.39 / 835 / 454 / -3.39 / 100
5_1_grt: -317 / 835 / 449 / -37.2 / 100
6_report: 0 / 835 / 464 / 22.3 / 100
==> what timing repair did <==
action | 4_1_cts | 5_1_grt
pin swaps | 0 | 0
resized | 48 | 0
endpoints found under the setup margin | 16 | 14
hold endpoints to repair | 0 | 0
==> power groups by stage <==
stage     logic, mW  registers [mW]  clock network [mW]
4_1_cts       0.131           0.806               0.373
5_1_grt       0.141           0.813               0.391
6_report      0.127           0.805               0.343
==> path summary, 6_finish.rpt <==
check	end	slack [ps]	depth (start not counted)
max	dataOut[10]	20	1
min	circBuff.dataOut1[8]	460	1
No activity file was given, so power comes from the tool's default toggle rates.
